File: flow/design.v
`timescale 1ns / 1ps
module DATA_MEM(
        input CLK,                           
        input MEM_WRITE,                     
        input MEM_READ,                      
        input [63:0] MEM_ADDR_IN,            
        input [63:0] WRITE_DATA,             
        output reg [63:0] DATA_OUT           
    );
        reg [63:0] DATA_MEMORY [15:0];     
        always @ (*) begin
            if (MEM_READ) begin
                DATA_OUT <= DATA_MEMORY[MEM_ADDR_IN];
            end
        end
        always @ (posedge CLK) begin
            if (MEM_WRITE) begin
                DATA_MEMORY[MEM_ADDR_IN] <= WRITE_DATA;
            end
        end
        initial begin
            $monitor("Time: %d Data_mem[7]: %h", $time, DATA_MEMORY[7]);
            DATA_MEMORY[0] = 'h0015;
            DATA_MEMORY[1] = 'h00C4; 
            DATA_MEMORY[5] = 'h00FF;
            DATA_MEMORY[6] = 'h00AA;
            DATA_MEMORY[7] = 'h00AA;          
        end
endmodule
File: flow/run.sh
#!/bin/bash
# OpenROAD 26Q1-2900-gdf79404cd8, Yosys 0.63+post, stock flow scripts
make -C /OpenROAD-flow-scripts/flow DESIGN_CONFIG=/design/flow/config.mk WORK_HOME=/design/flow/orfs finish
File: flow/config.mk
export PLATFORM = sky130hd
export DESIGN_NAME = DATA_MEM
export DESIGN_NICKNAME = DATA_MEM
export VERILOG_FILES = /design/flow/design.v
export SDC_FILE = /design/flow/constraint.sdc
export NUM_CORES = 4
export LEC_CHECK = 1
export CORE_UTILIZATION = 40
File: flow/constraint.sdc
current_design DATA_MEM

set clk_period 9.7
set clk_io_pct 0.2

create_clock -name clk0 -period $clk_period [get_ports {CLK}]

set non_clock_inputs [all_inputs -no_clocks]
set_input_delay [expr $clk_period * $clk_io_pct] -clock clk0 $non_clock_inputs
set_output_delay [expr $clk_period * $clk_io_pct] -clock clk0 [all_outputs]
==> results.txt <==
Observations from the implementation run.

Die:
- The run puts the total number of placement rows at 114.
- The run puts the number of I/O pins at roughly 200.
- The run puts the chip area at 99250 sq um.
- The run puts the floorplan-stage core utilization at a little over 40%.
- The run puts the area of the core at between 90000 and 100000 sq um.
- The run gives the height of the chip as between 300 and 400 microns.
- According to the floorplan report, the die width is around 320 microns.

Synthesis:
- The run puts the simple-gate share of the synthesized area at less than 1%.
- The run gives the AND-OR/OR-AND share of the synthesized area as approximately 2.5%.
- The run gives the number of cells in Yosys stat as between 1.5k and 2k.
- For this run, asynchronously set or reset flops after synthesis account for 0%.
- The synthesis report lists the Yosys warning total as 2.
- The run gives the cell accounting for the most synthesized area as sky130_fd_sc_hd__edfxtp_1.
- The run gives the arithmetic-cell share of the synthesized area counting full adders, half adders and majority gates as 0%.
- The run gives the proportion of netlist area held by the largest area contributor as between 70% and 80%.
- The run gives the post-synth tally of flip-flops with integrated enable as roughly 1k.
- The run gives the dominant register cell in the synthesized netlist as sky130_fd_sc_hd__edfxtp_1.
- The run puts the xor and xnor area share after synthesis at 0%.
- The run gives the area of the mapped netlist as just under 40000 sq um.
- The chip area line in the Yosys stat output reads between 30000 and 40000 sq um.
- By area the synthesized netlist is led by sky130_fd_sc_hd__edfxtp_1 (78%), sky130_fd_sc_hd__mux4_2 (15%), sky130_fd_sc_hd__dlxtp_1 (2.5%), sky130_fd_sc_hd__a22oi_1 (2.5%), sky130_fd_sc_hd__nand2_1 (0.62%).
- The run puts the share of synthesized area spent on multiplexers at around 15%.
- The run gives the post-synthesis instance total as around 1.6k.
- The run gives the flop and latch count out of synthesis as 1088.
- In this run the mean area of a mapped cell was ~24 sq um.
- The run puts the count of different cell masters after synthesis at 18.
- In the synthesized netlist, the dominant kind of combinational cell is multiplexers.

Global routing:
- Total global-route track usage over all layers is between 10% and 20%.
- The run puts the largest net degree at the start of global routing at ~110.
- The run puts the initial antenna violation count at 10.
- Per the GRT congestion report, total overflow comes to 0.
- The run gives the number of global-route vias before repair as approximately 20k.
- The first global-routing pass estimated 125700 microns of wire.

Clock tree:
- The run gives the TritonCTS buffer count as between 100 and 150.
- Hold repair after CTS inserted 0 buffers.
- The run gives the TritonCTS clock tree as yes.
- The run puts the clock slew seen by the registers of the worst setup and hold paths at about 0.06 ns.
- The root buffer cell chosen for the clock tree is sky130_fd_sc_hd__clkbuf_16.
- In this run the number of H-tree levels came out at 3.
- The run gives the maximum root-to-sink buffer count as 3.
- The run puts the post-CTS setup buffer count at 0.
- The run puts the post-cts sizing count at 0.

Final timing:
- approximately 130 endpoints have no timing constraint.
- Headroom to the max-slew limit came out at between 30 and 40%.
- The run gives the clock period minus worst slack as roughly 4.7 ns.
- The run gives the number of register pins that no clock reaches as around 64.
- The run puts the number of endpoints failing setup at the final stage at 0.
- In the final report, the number of pins over their slew limit comes to 0.
- For the final routed database, the setup TNS stands at 0 ns.
- The run puts the share of the clock period used by the worst path at between 40 and 50%.
- The pin closest to its max-slew limit shows a slew of 0.9397 ns.
- Setup repair after global routing left no endpoint under its margin.
- Per the final timing report, the hold violations number 0.
- Derived from the worst setup path, the maximum achievable clock frequency is roughly 210 MHz.

Place:
- The run puts the total half-perimeter wirelength after legalization and detailed placement at 43410 microns.
- In this run the tool buffered the top-level ports with roughly 130 buffer cells.
- The run gives the instance count after placement with tap cells included as 3020.
- The run gives the routability congestion estimate from global placement as ~0.75.

Critical path:
- The run gives the required time of the critical path as roughly 10 ns.
- The run puts the data arrival at the endpoint of the critical path at 5.02 ns.
- The run gives the startpoint of the worst setup timing path as MEM_ADDR_IN[2].
- The run gives the peak fanout along the critical path as 34.
- For reference, the most critical setup path is categorized as in2reg.
- STA classifies the critical path startpoint as a primary input.
- The worst setup path is captured at a flip-flop.

Route:
- The run puts the detailed-route wire length per cell at 26.09 microns.
- The run gives the count of antenna-violating nets left after detailed routing as 0.
- The run gives the final wirelength as roughly 84000 microns.
- Once iteration 0 of detailed routing completed, the report listed 1062 DRC markers.
- The run puts the remaining routing DRC violations at 0.
- The run puts the via-per-instance ratio at 5.452.
- The run gives the number of detailed-routing iterations run before antenna repair as 24.
- The final route contains between 15k and 20k vias.

Layout:
- In the final layout, the multi-input gates occupy roughly 7200 sq um.
- The run gives the signed area change from the synthesized netlist to the final layout as 16.01%.
- The run gives the count of non-filler cells in the finished layout as 3214.
- The run puts the core utilization of the finished layout at a little under half.
- Per the cell usage report, the commonest logic cell in the layout is sky130_fd_sc_hd__edfxtp_1.
- In the final layout, the share of cells above drive strength 1 is 24.17%.
- The run gives the filler cell count in the final layout as 7657.
- The run puts the area taken by flip-flops and latches at roughly 32000 sq um.
- The top cell types in the final layout, fill and taps aside, are sky130_fd_sc_hd__edfxtp_1 (1024), sky130_fd_sc_hd__mux4_2 (256), sky130_fd_sc_hd__clkdlybuf4s50_1 (131).

Min path:
- Note that the worst hold path type here is in2reg.
- For the worst min-delay path, the startpoint reported by OpenROAD is MEM_ADDR_IN[0].

Run status:
- The run finished with clean final reports.

Power and ir drop:
- Looking at the VDD voltage map, the peak drop is approximately 0.15 mV.
- The run puts the power density over cell area at around 200 nW/um^2.
- The run gives the static power due to leakage as ~14 nW.

Job:
- The run puts the count of warning messages emitted by the tools at around 89.
- The run puts the tally of max-capacitance violations at 0.
==> critical path, cell delays in order <==
cell	delay (ns)
sky130_fd_sc_hd__clkdlybuf4s50_1	0.60
sky130_fd_sc_hd__or3b_2	0.66
sky130_fd_sc_hd__nor3_2	0.57
sky130_fd_sc_hd__buf_4	0.66
sky130_fd_sc_hd__buf_4	0.56
==> state kept, by name, indices dropped and copies added, names as in the netlist <==
name,flops
DATA_MEMORY,1024
DATA_OUT,64
==> cells by family (layout without fill, tap and decap cells) <==
| kind of cell | count (synthesis) | after routing |
|---|---|---|
| multiplexers | 256 | 256 |
| latches | 64 | 64 |
| AND-OR/OR-AND | 128 | 128 |
| AND/OR/NAND/NOR | 91 | 91 |
| buffers and inverters | 85 | 369 |
| flip-flops | 1024 | 1024 |
| other | 0 | 6 |
==> cell type report <==
type,count,area share (%)
clock buffer,126,5.858
clock inverter,62,1.136
multi-input combinational,475,15.91
antenna,6,0.03302
sequential,1088,69.73
tap,1276,3.511
timing repair buffer,181,3.819
==> final timing paths <==
path | to | cells past startpoint
worst max-delay path | DATA_MEMORY[0][33] | 5
worst min-delay path | DATA_MEMORY[0][62] | 2
==> per-layer routing <==
metal	vias to the layer above	global-route usage (%)	share of wire [%]
li1	7454	-	-
met4	12	3.034	1.7
met5	-	1.451	0.18
met1	8848	22.94	33
met3	103	14.14	16
met2	1106	29.32	50
==> cells in the mapped netlist, types with 2 or more instances <==
| cell | instances |
|---|---|
| sky130_fd_sc_hd__buf_2 | 28 |
| sky130_fd_sc_hd__nand3b_1 | 2 |
| sky130_fd_sc_hd__buf_4 | 7 |
| sky130_fd_sc_hd__nor2b_1 | 2 |
| sky130_fd_sc_hd__edfxtp_1 | 1024 |
| sky130_fd_sc_hd__nor3_1 | 4 |
| sky130_fd_sc_hd__a22oi_1 | 128 |
| sky130_fd_sc_hd__clkbuf_1 | 37 |
| sky130_fd_sc_hd__mux4_2 | 256 |
| sky130_fd_sc_hd__nand2b_1 | 2 |
| sky130_fd_sc_hd__buf_1 | 12 |
| sky130_fd_sc_hd__dlxtp_1 | 64 |
| sky130_fd_sc_hd__nand2_1 | 65 |
| sky130_fd_sc_hd__nor2_1 | 13 |
==> report_power, final <==
| part | total (mW) | internal (mW) | leakage, nW | switching, mW |
|---|---|---|---|---|
| Clock | 3.71 | 2.11 | 1.55 | 1.60 |
| Combinational | 0.455 | 0.199 | 2.99 | 0.256 |
| Sequential | 5.02 | 4.99 | 9.75 | 0.0235 |
| Total | 9.19 | 7.31 | 14.3 | 1.88 |
==> metrics by stage <==
stage / cell area (sq um) / worst slack (ns) / hold WS (ns) / power (mW)
6_report: 45470 / 4.962 / 2.172 / 9.185
5_1_grt: 45460 / 4.755 / 2.199 / 9.490
4_1_cts: 45460 / 4.907 / 2.145 / 9.284
3_5_place_dp: 42280 / 4.217 / 2.854 / 5.579
3_3_place_gp: 42280 / 4.253 / 2.833 / 5.566
2_1_floorplan: 39200 / 2.263 / 2.039 / 5.350
Power figures rest on the tool's default switching activity, not on a simulated workload.
